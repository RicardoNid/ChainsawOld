===== flow/design.v =====
localparam wordSize = 8;
typedef logic [wordSize - 1:0] wordType;
module Adder256
	(
	 input           clk,
	 input           rst,
	 input           valid_in,
	 input           last_in,
	 input  wordType data_in_0 ,
	 input  wordType data_in_1 ,
	 output logic    valid_out,
	 output logic    last_out,
	 output wordType data_out
	 );
	logic [wordSize:0] partial;
	always_ff @ (posedge clk) begin
		if (rst) begin
			valid_out         <= 0;
			last_out          <= 0;
			partial[wordSize] <= 0;
		end
		else begin
			if(last_in) begin  
				partial[wordSize-1:0] <= data_in_0 + data_in_1 + partial[wordSize];
				partial[wordSize]     <= 0;
			end
			else begin
				partial               <= data_in_0 + data_in_1 + partial[wordSize];
			end
			valid_out         <= valid_in;
			last_out          <= last_in;
		end
	end
	assign data_out = partial[wordSize - 1:0];
endmodule

===== flow/run.sh =====
#!/bin/bash
# OpenROAD 26Q1-2900-gdf79404cd8, Yosys 0.63+post, stock flow scripts
make -C /OpenROAD-flow-scripts/flow DESIGN_CONFIG=/design/flow/config.mk WORK_HOME=/design/flow/orfs finish

===== flow/config.mk =====
export PLATFORM = sky130hd
export DESIGN_NAME = Adder256
export DESIGN_NICKNAME = Adder256
export VERILOG_FILES = /design/flow/design.v
export SDC_FILE = /design/flow/constraint.sdc
export NUM_CORES = 4
export LEC_CHECK = 1
export CORE_AREA = 10 10 86 86
export DIE_AREA = 0 0 96 96

===== flow/constraint.sdc =====
current_design Adder256

set clk_period 6.2
set clk_io_pct 0.2

create_clock -name clk0 -period $clk_period [get_ports {clk}]

set non_clock_inputs [all_inputs -no_clocks]
set_input_delay [expr $clk_period * $clk_io_pct] -clock clk0 $non_clock_inputs
set_output_delay [expr $clk_period * $clk_io_pct] -clock clk0 [all_outputs]

==> results.toml <==
# implementation run metrics
[worst_setup_path]
r2r_cells = 6
endpoint_kind = "register"
critPathRequiredTime_ns = 6.18
cp_common_cell = "fa_1"
startpoint = "data_in_0[0]"
reg2reg_from = "partial[8]"
path_buffers = 1
worstPathCellList = "clkdlybuf4s50_1 > fa_1 > fa_1 > a21oi_2 > nor2b_2 > a311oi_2 > xnor2_1"
crit_slowest_cell = "fa_1"
crit_path_max_incr_delay_ns = 0.47
crit_type = "in2reg"
crit_family = "adder cells"
regToRegEndpoint = "partial[6]"
cp_max_fo = 2
r2r_slack_ns = 4.15
critPathArrivalTime_ns = 3.23
start_kind = "input port"

[floorplan]
rows = 27
io_pins = 30
die_y_um = 96
fp_util = 0.128
die_w_um = 96
die-area_mm2 = 0.00922
coreArea_mm2 = 0.00554

[final_timing]
timing.fmax_mhz = 307
setup_tns_ns = 0
rsz0062_at_grt = "no"
finalHoldViolCount = 0
skew_ns = 0.00122
final_max_slew_viol_count = 0
max_slew_margin = 0.795
fin_crit_sh = 0.525
report.final.setup_viol = 0
fin_ws_ns = 2.94
worstMarginPinSlew_ns = 0.307
min_period_ns = 3.26

[flow_run]
warnings = 25
max_cap_viol_count = 0

[global_routing]
grt_use_total = 0.0347
grt_pass1_vias = 491
grt_max_degree = 9
grt_pass1_wl_um = 2490
grt-ovfl-total = 0
antenna_found_initial = 0

[min_path]
hold_start = "partial[8]"
min_path_cells = 1
hold_end = "partial[0]"
min_path_type = "reg2reg"

[power_and_ir_drop]
peakVddDrop_uv = 56.6
p_leak_nw = 0.374
finalPower_mw = 0.221
power_density_mw_per_mm2 = 208

[synthesis]
synthDistinctLibCells = 21
synth_area_um2 = 707
ys_top_logic_family = "adder cells"
ys_ff = 11
ys_sh_aoi = 0.136
synthSimpleGateAreaFrac = 0.0832
avgSynthCellArea_um2 = 11.8
yosysWarnings = 1
xor_area_frac = 0.0743
syn_inst = 60
mux_area_frac = 0
ys_seq_share = 0.425
adder_share = 0.181
ys_cells = 60
yosys_area_um2 = 707

[clocking]
clk_pin_slew_ns = 0.05
clock_latency_ns = 0.23
hold_buffers = 0
cts_root_buf = "clkbuf_8"
clkSinkCount = 11
cts_buffer_depth = 2
h-tree-depth = 1
cts_made_buffers = 3
cts_tree = "yes"
cts_resized = 0
cts_setup_buffers = 0

[routing]
vias = 453
ant_nets = 0
wl_per_cell_um = 10.3
first_pass_iters = 2
insertedDiodeCount = 0
drc = 0
wl_um = 1590
drt_first_iter_violations = 32
vias_per_cell = 2.92

[placed_design]
gp_congestion = 0.773
port-buffer-count = 29
place_ws_ns = 2.69

[cells_and_area]
area_growth_pct = 50.6
drive_gt1_frac = 0.0964

[status]
outcome = "finished, final reports clean"
power by group:
group	internal [mW]	switching [mW]	leakage [nW]
registers	0.0906	0.00178	0.103
clock network	0.0449	0.0236	0.0228
logic	0.0393	0.0211	0.248
routing by layer:
| layer | track usage | share of wire |
|---|---|---|
| met1 | 0.0408 | 0.39 |
| met2 | 0.0533 | 0.44 |
| met3 | 0.0189 | 0.15 |
| met4 | 0.0111 | 0.021 |
| met5 | 0 | 0 |
cells in the mapped netlist (all sizes together):
library cell	n	area (um^2)
inv	1	3.75
nor2	4	15.0
ha	7	87.6
dfxtp	3	60.1
fa	2	40.0
a311oi	1	15.0
clkbuf	2	7.51
nand2	1	3.75
o21ai	1	5.00
nor2b	5	33.8
xor2	1	8.76
buf	8	60.1
a21oi	5	32.5
o21a	3	22.5
a2111oi	1	15.0
or3	1	6.26
o22ai	1	6.26
xnor2	5	43.8
edfxtp	8	240
how the worst max path moves through the flow:
stage | endpoint | slack (ns) | cells after the start
6_report | partial[6] | 2.94 | 7
5_1_grt | partial[6] | 2.85 | 7
4_1_cts | partial[6] | 2.94 | 7
layout make-up:
cell class	instances	area [um^2]
Multi-Input combinational cell	38	335
Inverter	1	3.75
Sequential cell	11	300
Clock buffer	4	45.0
Tap cell	72	90.1
Fill cell	614	4480
Timing Repair Buffer	29	290
state kept, by name, indices dropped and copies added (netlist names):
name       cells
valid_out      1
partial        9
last_out       1
per-stage QoR:
stage | cell area, um^2 | instances | util | hold slack [ns]
floorplan | 707 | 60 | - | 0.623
global placement | 1020 | 151 | 0.184 | 0.613
detailed placement | 1020 | 151 | 0.184 | 0.589
CTS | 1060 | 155 | 0.192 | 0.605
global route | 1060 | 155 | 0.192 | 0.606
finish | 1060 | 155 | 0.192 | 0.584
kinds of logic after synthesis:
logic type / after synthesis
AND-OR/OR-AND: 12
XOR/XNOR: 6
adder cells (fa/ha/maj): 9
buffers and inverters: 11
flip-flops: 11
AND/OR/NAND/NOR: 11
placed cells by master, fill, tap and decap left out:
| cell type | netlist | routed |
|---|---|---|
| clkdlybuf4s50_1 | 0 | 29 |
| a2111oi_2 | 1 | 1 |
| o21ai_0 | 1 | 1 |
| xor2_1 | 1 | 1 |
| or3_1 | 1 | 1 |
| clkbuf_8 | 0 | 3 |
| ha_1 | 7 | 7 |
| nand2_1 | 1 | 1 |
| nor2_1 | 4 | 4 |
| nor2b_2 | 1 | 1 |
| dfxtp_1 | 3 | 3 |
| a21oi_1 | 3 | 3 |
| clkbuf_1 | 2 | 1 |
| a21oi_2 | 2 | 2 |
| nor2b_1 | 4 | 4 |
| xnor2_1 | 5 | 5 |
| o22ai_1 | 1 | 1 |
| inv_1 | 1 | 1 |
| fa_1 | 2 | 2 |
| a311oi_2 | 1 | 1 |
| o21a_1 | 3 | 3 |
| edfxtp_1 | 8 | 8 |
Power figures rest on the tool's default switching activity, not on a simulated workload.
